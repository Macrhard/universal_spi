## flow/design.v

```verilog
module spi_clk_gen(
    input       i_clk,   
    input       i_rst_n,  
    input       i_enable,  
    input       i_tx_start,  
    input       i_last_clk,  
    input [8-1:0] i_divider,  
    output      o_clk_out,  
    output      o_pos_edge,  
    output      o_neg_edge  
);
parameter Tp = 0;
reg r_pos_edge_1;    
reg r_pos_edge_3;    
reg r_neg_edge_1;    
reg r_neg_edge_2;    
reg r_clk1; 
reg r_clk2;   
reg r_clk3;   
reg [8-1:0] r_cnt1;
reg [8-1:0] r_cnt2;
reg [8-1:0] r_cnt3;
wire w_clk0;    
assign w_clk0 = ~i_clk;
always @(posedge i_clk or negedge i_rst_n) begin
    if(!i_rst_n) begin
        r_clk1 <=  1'b0;
        r_cnt1 <=  {8{1'b0}};
        r_pos_edge_1 <= 1'b0;
        r_neg_edge_1 <= 1'b0;
    end
    else if(i_divider == 'd2) begin
        if(r_cnt1 >= i_divider-{{8-1{1'b0}},1'b1}) begin
            r_cnt1 <=  {8{1'b0}};
            r_clk1 <=  (i_enable && (!i_last_clk)) ? 1'b1 : 1'b0;   
            r_pos_edge_1 <= (i_enable && (!i_last_clk)) ? 1'b1 : 1'b0;
        end
        else begin
            r_cnt1 <=  r_cnt1 + {{8-1{1'b0}},1'b1};
            r_clk1 <=  (i_enable && (!i_last_clk)) ? r_clk1 + 1'b1 : 1'b0;
            r_pos_edge_1 <=  (i_enable && (!i_last_clk)) ? r_pos_edge_1 +1'b1 : 1'b0;
        end
    end
    else if(r_cnt1 >= i_divider-{{8-1{1'b0}},1'b1})  
    begin
        r_cnt1 <=  {8{1'b0}};
        r_clk1 <=  (i_enable && (!i_last_clk)) ? 1'b0 : 1'b0;   
        r_pos_edge_1 <= 1'b0;
        if(i_divider[0])   
            r_neg_edge_1 <= (i_enable && (!i_last_clk)) ? 1'b1 : 1'b0;
        else
            r_neg_edge_1 <= 1'b0;
    end
    else if(i_divider[0]) begin  
        if(r_cnt1 == (i_divider-{{8-1{1'b0}},1'b1})/2) begin
            r_cnt1 <=  r_cnt1 + {{8-1{1'b0}},1'b1};
            r_clk1 <=  (i_enable && (!i_last_clk)) ? 1'b1 : 1'b0;
        end
        else begin
            r_cnt1 <=  r_cnt1 + {{8-1{1'b0}},1'b1};
            r_pos_edge_1 <= 1'b0;
            r_neg_edge_1 <= 1'b0;
        end  
    end
    else begin  
        if(r_cnt1 == (i_divider/2)) begin
            r_cnt1 <= r_cnt1 + {{8-1{1'b0}},1'b1};
            r_clk1 <= (i_enable && (!i_last_clk)) ? 1'b1 : 1'b0;
            r_pos_edge_1 <= (i_enable && (!i_last_clk)) ? 1'b1 : 1'b0;
            r_neg_edge_1 <= 1'b0;
        end
        else begin  
            r_cnt1 <=  r_cnt1 + {{8-1{1'b0}},1'b1};
            r_pos_edge_1 <= 1'b0;
            r_neg_edge_1 <= 1'b0;  
        end           
    end
end
always @(posedge i_clk or negedge i_rst_n) begin
    if(!i_rst_n) begin
        r_clk2 <=  1'b0;
        r_cnt2 <=  {8{1'b0}};
        r_neg_edge_2 <=  1'b0;
    end
    else if(i_divider == 'd2) begin  
        if(r_cnt2 >= i_divider-{{8-1{1'b0}},1'b1}) begin
            r_cnt2 <=  {8{1'b0}};
            r_clk2 <=  (i_enable && (!i_last_clk)) ? 1'b1 : 1'b0;
            r_neg_edge_2 <=  (i_enable && (!i_last_clk)) ? r_neg_edge_2 +1'b1 : 1'b0;
        end
        else begin
            r_cnt2 <=  r_cnt2 + {{8-1{1'b0}},1'b1};
            r_clk2 <=  (i_enable && (!i_last_clk)) ? r_clk2 + 1'b1 : 1'b0;
            r_neg_edge_2 <=  (i_enable && (!i_last_clk)) ? 1'b1 : 1'b0;
        end
    end
    else if(i_divider == 'd4) begin   
        if(r_cnt2 == {8{1'b0}}) begin
            r_cnt2 <=  r_cnt2 + {{8-1{1'b0}},1'b1};
            r_clk2 <=  (i_enable && (!i_last_clk)) ? 1'b0 : 1'b0;
            r_neg_edge_2 <=  (i_enable && (!i_last_clk)) ? 1'b1 : 1'b0;
        end
        else if(r_cnt2 >= (i_divider-{{8-1{1'b0}},1'b1})) begin
            r_cnt2 <=  {8{1'b0}};
            r_clk2 <=  (i_enable && (!i_last_clk)) ? 1'b1 : 1'b0;
            r_neg_edge_2 <=  1'b0;
        end
        else begin
            r_cnt2 <=  r_cnt2 + {{8-1{1'b0}},1'b1};
            r_neg_edge_2 <=  1'b0;
        end
    end
    else if(r_cnt2 == {8{1'b0}}) begin
        r_cnt2 <=  r_cnt2 + {{8-1{1'b0}},1'b1};
        r_clk2 <=  (i_enable && (!i_last_clk)) ? 1'b0 : 1'b0;
        if(i_divider[0] == 1'b0) begin
            r_neg_edge_2 <=  (i_enable && (!i_last_clk)) ? 1'b1 : 1'b0;
        end
       else begin
            r_neg_edge_2 <= 1'b0;
       end
    end
    else if(r_cnt2 >= (i_divider-{{8-1{1'b0}},1'b1})) begin
        r_cnt2 <=  {8{1'b0}};
        r_neg_edge_2 <=  1'b0;
    end
    else if(i_divider[0] == 1'b0) begin  
        if(r_cnt2 == ((i_divider/2)+1)) begin
            r_cnt2 <=  r_cnt2 + {{8-1{1'b0}},1'b1};
            r_clk2 <=  (i_enable && (!i_last_clk)) ? 1'b1 : 1'b0;
            r_neg_edge_2 <=  1'b0;
        end
        else begin
            r_cnt2 <=  r_cnt2 + {{8-1{1'b0}},1'b1};
            r_neg_edge_2 <=  1'b0;
        end    
    end
    else begin
        r_cnt2 <=  r_cnt2 + {{8-1{1'b0}},1'b1};  
        r_clk2 <=  1'b0;
        r_neg_edge_2 <= 1'b0;
    end
end
always @(posedge w_clk0 or negedge i_rst_n) begin
    if(!i_rst_n) begin
        r_clk3 <=  1'b0;
        r_cnt3 <=  {8{1'b0}};
        r_pos_edge_3 <=  1'b0;
    end
    else if(r_cnt3 >= (i_divider-{{8-1{1'b0}},1'b1})) begin
        r_cnt3 <=  {8{1'b0}};
        r_clk3 <=  (i_enable && (!i_last_clk)) ? 1'b0 : 1'b0;
        r_pos_edge_3 <= 1'b0;
    end
    else if(i_divider[0] == 1'b1) begin  
        if(r_cnt3 == (i_divider-{{8-1{1'b0}},1'b1})/2) begin
            r_cnt3 <=  r_cnt3 + {{8-1{1'b0}},1'b1};
            r_clk3 <=  (i_enable && (!i_last_clk)) ? 1'b1 : 1'b0;
            r_pos_edge_3 <= (i_enable && (!i_last_clk)) ? 1'b1 : 1'b0;
        end
        else begin
            r_cnt3 <=  r_cnt3 + {{8-1{1'b0}},1'b1};
            r_pos_edge_3 <=  1'b0;
        end  
    end
    else begin
        r_cnt3 <=  r_cnt3 + {{8-1{1'b0}},1'b1};
        r_clk3 <=  1'b0;
        r_pos_edge_3 <=  1'b0;
    end
end
assign o_clk_out = i_divider[0] ? (r_clk1 | r_clk3) : (r_clk1 | r_clk2);
assign o_pos_edge = i_divider[0] ? r_pos_edge_3 : r_pos_edge_1;
assign o_neg_edge = i_divider[0] ? r_neg_edge_1 : r_neg_edge_2;
endmodule 
```

## flow/run.sh

```bash
#!/bin/bash
# OpenROAD 26Q1-2900-gdf79404cd8, Yosys 0.63+post, stock flow scripts
make -C /OpenROAD-flow-scripts/flow DESIGN_CONFIG=/design/flow/config.mk WORK_HOME=/design/flow/orfs finish
```

## flow/config.mk

```make
export PLATFORM = sky130hd
export DESIGN_NAME = spi_clk_gen
export DESIGN_NICKNAME = spi_clk_gen
export VERILOG_FILES = /design/flow/design.v
export SDC_FILE = /design/flow/constraint.sdc
export NUM_CORES = 4
export LEC_CHECK = 1
export CORE_UTILIZATION = 40
```

## flow/constraint.sdc

```tcl
current_design spi_clk_gen

set clk_period 3.3
set clk_io_pct 0.2

create_clock -name clk0 -period $clk_period [get_ports {i_clk}]

set non_clock_inputs [all_inputs -no_clocks]
set_input_delay [expr $clk_period * $clk_io_pct] -clock clk0 $non_clock_inputs
set_output_delay [expr $clk_period * $clk_io_pct] -clock clk0 [all_outputs]
```

==> run summary <==
Result of the run: finished, violations left
Violated checks: negative setup slack
CTS sink cnt: 31
Worst setup margin: -0.892 ns
Total half-perimeter wirelength after legalization and detailed placement: 5520 µm
Maximum number of pins on one net before global-route repair: 17
Data arrival at the endpoint of the critical path: 2.68 ns
Source of the worst register-to-register timing path: r_cnt2[2]
Max Root-Sink Buffers: 2
And+or+nand+nor area frac: 24.4%
Hold-fix buffers at CTS: 0
DR top layer: met4
CP endpoint kind: flip-flop
Cell depth of the worst flop-to-flop path: 8
FILL cells: 596
Count of buffers inserted at the top-level ports: 14
Vias after detailed routing: 2598
Area overhead of the layout relative to synthesis: 31.9%
Hold/Removal Path Class: flip-flop to flip-flop
Most common reg cell: dfrtp_1
Site Rows: 30
Routed wirelength normalized by instance count: 14.8 µm
Number of distinct standard cells referenced by the synthesized netlist: 65
Pwr Density: 564 nW/µm²
Total number of yosys warnings: 1
Met3 WL post-DR: 277 µm
Flip-flop and latch area: 776 µm²
End point of the most critical hold path: r_cnt3[0]
Synth Area in XOR/XNOR: 13.5%
Number of endpoints with negative hold slack in the final report: 0
Setup repair after global routing missed its margin: true
Violation count after the first detailed-routing iteration: 109
First-pass iteration count of the detailed router: 4
Core Density at Floorplan: 41.8%
Fin Hold WS: 0.477 ns
And-or/or-and share of the synthesized area: 16.2%
Start point of the worst min-delay path: r_cnt3[0]
Clock input transition at the sequential cells of the worst setup and hold paths: 0.05 ns
Adder-cell share of the synthesized area: 12.0%
MI comb area: 2110 µm²
Number of standard cells after synthesis: 331
Final design instance area without fill: 3770 µm²
Number of synthesized flops with an enable pin: 0
Routed metal-1 wire length: 3630 µm
Die X: 86.5 µm
# DRC: 0
H-Tree Depth: 2
Standby leakage power: 0.00170 µW
Setup skew after layout: 0.00349 ns
Total negative setup slack: -7.45 ns
Max-slew violation count: 0
Worst setup slack for register-to-register paths: 0.81 ns
Area fraction of the dominant cell type after synthesis: 18.4%
Sum of overflow across all layers after global routing: 0
Number of cells on the worst hold path: 1
Register share after synthesis: 27.1%
Main combinational cell family by area after synthesis: simple AND/OR/NAND/NOR gates
Fraction of final layout cells with drive strength greater than 1: 32.5%
Data required, critical path: 1.79 ns
Cell type with the highest aggregate area in the netlist: dfrtp_1
Area reported by Yosys stat: 2860 µm²
Die extent in y: 86.5 µm
Antenna cell count: 0
Cell count listed in synth_stat.txt: 331
Number of synthesized register bits: 31
Routed Antenna Nets: 0
Slew margin rel.: 66.5%
Synth mux share: 1.84%
Total placed instance area: 3440 µm²
Worst Max-Slew Pin Slew: 0.501 ns
Via count of the first global-routing pass: 2602
Overall chip area: 7490 µm²
Max capacitance violation total: 0
TritonCTS clock tree: built
Weighted congestion reported at the end of routability-driven placement: 0.917
Tally of OpenROAD warnings: 34
Routed WL: 7280 µm
Total routing usage reported by global routing: 22.0%
Global-route wire length before repair: 12600 µm
Combined area of all synthesized cells: 2860 µm²
Area of the core: 6830 µm²
Proportion of synthesized flip-flops having asynchronous set or reset: 100%
Setup Slack @ Placement: -1.73 ns
Buffer cell driving the clock tree root: clkbuf_8
Mapped Avg Cell Area: 8.63 µm²
Antenna violations before repair: 0
Largest fanout on the critical path: 4
Critical R2R Capture: r_neg_edge_2
Maximum ir drop on the vdd rail: 0.000360 V
Metal2 WL: 3250 µm
Setup CP Type: input port to flip-flop
Clock latency on the worst-skew pair: 0.28 ns
Number of clock buffers inserted by TritonCTS: 5
Core utilization of the finished layout: 55.2%
Number of setup violations in the final report: 10
Crit path launch type: input port
I/O Pins: 16
Via-to-Cell Ratio: 5.27
Largest cells by area after synthesis: dfrtp_1, ha_1, dfrtn_1
==> kinds of logic after synthesis <==
| logic type | after synthesis |
|---|---|
| buf+inv | 30 |
| simple gates | 128 |
| fa+ha+maj | 28 |
| xor+xnor | 44 |
| flops | 31 |
| compound gates | 65 |
| mux | 5 |
==> critical path, stage by stage <==
cell and delay, ns:
buf_8 0.09, inv_8 0.04, buf_6 0.11, ha_4 0.16, a21bo_4 0.21, or3_4 0.33
and2_4 0.18, xnor2_1 0.12, or4_4 0.55, mux2i_1 0.17, nor3_1 0.06
==> final cells by class <==
type                            count  area share [%]
Inverter                           11            1.56
Multi-Input combinational cell    271            55.9
Clock inverter                      1           0.166
Clock buffer                        7            2.56
Sequential cell                    31            20.6
Timing Repair Buffer               76            16.1
Tap cell                           96            3.19
==> worst max path at each step <==
| stage | startpoint | endpoint | slack [ns] | cells after the start |
|---|---|---|---|---|
| after global routing | i_divider[1] | r_clk3 | -0.90 | 11 |
| final | i_divider[1] | r_clk3 | -0.89 | 11 |
| after CTS | i_divider[1] | r_clk3 | -0.91 | 10 |
==> through the flow <==
stage | std cells | total power (µW)
3_3_place_gp | 470 | 1730
4_1_cts | 492 | 2120
5_1_grt | 493 | 2340
2_1_floorplan | 331 | 1450
6_report | 493 | 2130
3_5_place_dp | 470 | 1740
==> sequential cells by signal, indices dropped and copies added (netlist names) <==
signal,count
r_cnt1,8
r_cnt2,8
r_cnt3,8
r_clk1,1
r_clk2,1
r_clk3,1
r_neg_edge_1,1
r_neg_edge_2,1
r_pos_edge_1,1
r_pos_edge_3,1
==> report_power, final <==
group	internal, µW	switching (µW)
Sequential	508	235
Clock	190	148
Combinational	555	490
Total	1250	873
==> metal layers <==
metal,GRT usage (%),up-vias
li1,-,1313
met1,32.5,1211
met2,36.5,61
met3,2.32,13
met4,3.18,0
met5,0,-
==> repair_timing <==
item                       CTS  global route
gates cloned                 1             0
hold endpoints to repair     0             0
pin swaps                   10            13
setup buffers               13             1
setup endpoints to repair   24            22
resized                     63            12
==> layout by cell type, fill, tap and decap left out, types with 5 or more instances in the layout <==
cell type,Yosys,final
buf_4,0,54
nor2_1,30,27
xor2_1,23,23
ha_1,25,22
dfrtp_1,21,21
nand2_1,17,17
nand3_1,17,17
xnor2_1,21,17
and3_1,11,10
dfrtn_1,10,10
o21ai_0,10,9
nor2_2,6,9
buf_6,3,9
inv_1,11,8
a21oi_1,8,8
nor2b_1,7,7
clkbuf_8,0,7
buf_2,4,7
nand2b_1,6,6
nor3_1,6,6
a21o_1,5,5
a31oi_1,5,5
nor4_1,5,5
clkdlybuf4s50_1,0,5
==> cells in the mapped netlist (all sizes together), types with 2 or more instances <==
cell type	number
nor4	5
or3	4
o21ai	12
nand3	17
ha	25
xor2	23
mux2i	3
o21a	3
o31ai	2
maj3	3
dfrtp	21
mux2	2
and2	5
xnor2	21
and3	11
a31oi	5
buf	8
a221oi	2
o22ai	2
nand2b	6
o32ai	2
nand2	17
nor2b	8
dfrtn	10
a21oi	8
nand4	2
o211ai	4
or4	2
a211oi	3
nor3b	3
a21o	5
inv	11
nor2	37
a21boi	2
clkbuf	11
or2	2
a211o	2
nor3	6
a311oi	2
No activity file was given, so power comes from the tool's default toggle rates.
